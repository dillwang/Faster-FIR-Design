File: design.v
module fir4csa #(parameter w=16)(
  input                       clk, 
                              reset,
  input        [w-1:0] a, 		 
  output logic [w+1:0] s);		 
  logic        signed [w-1:0] ar, br, cr, dr;
  logic         [w-1:0] csa4_s;    
  logic         [w  :0] csa4_c;
  logic         [w  :0] csa5_s;    
  logic         [w+1:0] csa5_c;
  logic         [w+1:0] sum;	   
  logic         [w+1:0] p;
  logic         [w+1:0] g;
  logic         [w+1:0] c;
  always_comb begin
    csa4_c[0] = 0;                 
    csa5_c[0] = 0; 
    for(int i=0; i<w; i++)
      {csa4_c[i+1],csa4_s[i]} = ar[i]+br[i]+cr[i];
    for(int i=0; i<w+1; i++)
      {csa5_c[i+1],csa5_s[i]} = csa4_c[i]+csa4_s[i]+dr[i];
    for(int i=0; i<w; i++) begin
      p[i]=csa5_s[i]^csa5_c[i];
      g[i]=csa5_s[i]&csa5_c[i];
      c[0]=g[0]|(p[0]&csa5_c[0]);
      c[i+1]=g[i]|(p[i]&c[i]);
      sum[0]=p[0]^csa5_c[0];
      sum[i]=p[i]^c[i];
    end
  end
  always_ff @(posedge clk)			 
    if(reset) begin					 
	  ar <= 'b0;
	  br <= 'b0;
	  cr <= 'b0;
	  dr <= 'b0;
	  s  <= 'b0;
    end
    else begin					     
	  ar <= a;
	  br <= ar;
	  cr <= br;
	  dr <= cr;
	  s  <= sum; 
	end
endmodule
File: run.sh
#!/bin/bash
# OpenROAD 26Q1-2900-gdf79404cd8, Yosys 0.63+post, stock flow scripts
make -C /OpenROAD-flow-scripts/flow DESIGN_CONFIG=/design/flow/config.mk WORK_HOME=/design/flow/orfs finish
File: config.mk
export PLATFORM = sky130hd
export DESIGN_NAME = fir4csa
export DESIGN_NICKNAME = fir4csa
export VERILOG_FILES = /design/flow/design.v
export SDC_FILE = /design/flow/constraint.sdc
export NUM_CORES = 4
export LEC_CHECK = 1
export CORE_UTILIZATION = 30
File: constraint.sdc
current_design fir4csa

set clk_period 6.6
set clk_io_pct 0.2

create_clock -name clk0 -period $clk_period [get_ports {clk}]

set non_clock_inputs [all_inputs -no_clocks]
set_input_delay [expr $clk_period * $clk_io_pct] -clock clk0 $non_clock_inputs
set_output_delay [expr $clk_period * $clk_io_pct] -clock clk0 [all_outputs]
==> notes.md <==
Purpose: to document the outcome of synthesis and place and route.

Worst setup path
OpenSTA lists the critical path startpoint as ar[1]$_SDFF_PP0_. The data required time of the critical path is roughly 7 ns. The count of buffering cells on the critical path with inverters included is 0. The cell sequence reported for the critical path is fa_1, fa_1, ha_2, fa_2, fa_2, fa_2, fa_2, fa_2, fa_2, fa_2, fa_2, fa_2, fa_2, fa_2, fa_2, fa_2, xnor3_1, xnor3_1, nor2_1. On the worst path, the slowest cell contributes a delay of 0.54 ns.

The worst reg2reg path endpoint is s[15]$_SDFF_PP0_. The critical path crosses 19 cells after its start point. Looking at the reg2reg group, the worst path starts from ar[1]$_SDFF_PP0_.

The timing report shows the most common cell along the critical path to be sky130_fd_sc_hd__fa_2. STA classifies the critical path endpoint as a flop. The worst setup path is of the flop to flop kind. STA lists the maximum fanout along the critical path as 2. The register-to-register setup slack is about 0.056 ns.

The kind of cell with the highest combined delay along the critical path is adder cells. The arrival time of the worst setup path is a little under 7 ns. The standard cell with the maximum stage delay on the critical path is sky130_fd_sc_hd__fa_1. The number of cell instances on the worst register-to-register path is 19. The worst setup path is launched from a flop.

Power and ir drop
For this design the static power due to leakage is about 1.5 nW. The script computed a power per unit cell area of roughly 270 mW/mm^2. The net switching power is approximately 0.21 mW. The worst VDD IR drop from the latest analysis is 0.142 mV. The share of total power dissipated in the clock network is 0.381. The relative contribution of combinational cells to total power is 0.104. The switching share of power is 0.211.

The portion of total power attributed to sequential cells is 0.515. The internal power of the cells totals roughly 0.80 mW.

Job
The run reported a max-capacitance violation count of 0. The warning total across the stage logs is 26.

Synth
The gate-level netlist out of Yosys references 12 unique cell types. The synthesis report gives the async set-or-reset register share as 0. By area the synthesized netlist is led by sky130_fd_sc_hd__dfxtp_1 (52%), sky130_fd_sc_hd__fa_1 (27%), sky130_fd_sc_hd__nor2b_1 (16%). In this run the cell area of the synthesized design comes to 0.00309 sq mm. sky130_fd_sc_hd__dfxtp_1 is the most common cell in the netlist.

The number of synthesized flops with an enable pin is 0. The cell accounting for the most synthesized area is sky130_fd_sc_hd__dfxtp_1. The gate count after technology mapping is around 220. The synthesized chip area reported by yosys is 0.00309 sq mm. The number of warning messages in the yosys log is 5. The share of synthesized area in the top cell type comes to 0.519. The total of flip-flops plus latches after synthesis is around 80.

The portion of the post-synthesis area used by sequential elements is 0.519. Post-synth the commonest register cell is sky130_fd_sc_hd__dfxtp_1. The post-synthesis area per instance is 14.1 sq um.

The synthesis run shows the most used standard cells to be sky130_fd_sc_hd__dfxtp_1 (80), sky130_fd_sc_hd__nor2b_1 (78), sky130_fd_sc_hd__fa_1 (42), sky130_fd_sc_hd__clkbuf_1 (8). The yosys stat cell total is 219.

Place
The global placer's final weighted congestion is roughly 0.74. The half-perimeter wire length after placement is between 2000 and 3000 um. The detailed placer reported the number of placed instances as around 380. In this run the tool buffered the top-level ports with 33 buffer cells.

Floorplan
The vertical extent of the die is roughly 100 um. The die is ~100 um wide. The floorplan has 36 rows.

The floorplan utilization is 0.313. The area of the core is approximately 0.0099 sq mm. During I/O placement, the number of pins put on the boundary was 36. According to the floorplan report, the total die area is ~0.011 sq mm.

STA
Endpoints failing hold in the final report were tallied at 0. After layout, the setup clock skew is reported as 0.0104 ns. The max-slew check reports its worst relative slack as 0.482.

The final layout reports a setup TNS of 0 ns. Setup repair after global routing could not meet its margin everywhere. The slew of the pin with the lowest slew margin is 0.777 ns. The flow reports an fmax of around 150 MHz. The final tally of setup violations is 0.

The post-layout period usage of the worst path is 0.991. In the final report, the number of pins over their slew limit comes to 0. The final critical delay including setup and external delays is 6.54 ns.

Global routing
The global routing report lists met3 layer usage as 0.0383. The number of global-route vias before repair is ~1,500. Global routing finished with a remaining overflow of 0. The global routing usage on met2 is 0.115. The met1 global-route usage is 0.141. The total global routing track utilization is 0.0870. Entering global routing, the biggest net connects approximately 81 pins.

Per the GRT log, the top usage layer is met1. The global-route wire length before repair is 6780 um. The initial antenna violation count is 0.

Final layout
In the final layout, the share of cells above drive strength 1 is 0.135. The area added between synthesis and finish is 23.1%. The non-filler instance count after layout is about 400.

Hold path
Note that the worst hold path type here is flop to flop. Hold analysis shows the worst path with a depth of 1. The endpoint of the worst hold path is reported as dr[13]$_SDFF_PP0_. The launch point of the worst hold path is cr[13]$_SDFF_PP0_.

Route
TritonRoute reported its final design rule violation total as 0. The DRC violation total after the first TritonRoute iteration is 16. In the final routed layout, each cell accounts on average for 9.84 um. The total antenna diodes in the routed design is 0. The total number of vias is approximately 1,500. The detail-routed via count per cell is 3.73. The post-detailed-route count of antenna-violating nets is 0. The first-pass detailed-route iteration total is 2. The detailed router reported a total wirelength of about 3900 um.

Clock network
The skew report gives the latency at the later pin of the worst-skew pair as around 0.34 ns. TritonCTS built the clock tree. Clock tree synthesis selected as its root buffer the cell sky130_fd_sc_hd__clkbuf_8.

Buffers added to address setup during post-CTS repair amount to 0. The number of hold buffers added after CTS is 0. After clock tree synthesis, the clock-pin slew on the worst setup and hold paths is 0.08 ns.

No sink is reached through more buffers than the 2 on the longest clock path. The H-tree was split into 3 levels. The number of clock sinks is ~80.

The number of buffers created by CTS is 9.

Status
The flow ran to the end, and the final reports show no timing, DRC or antenna violations.
[cells by family (layout without fill, tap and decap cells)]
kind of cell / count (synthesis) / after routing / synth area share
flops: 80 / 80 / 0.519
simple gates: 80 / 80 / 0.162
fa+ha+maj: 44 / 44 / 0.281
buf+inv: 10 / 50 / 0.0146
xor+xnor: 4 / 4 / 0.0227
other cells: 1 / 2 / 0.00121
[stage by stage]
step                setup WS [ns]  utilization  cell area, sq um  power [mW]  hold WS, ns
floorplan                   0.119            -              3120       0.589        0.458
global route               -0.181        0.385              3800        1.07        0.482
finish                     0.0562        0.385              3800        1.01        0.471
global placement          -0.0159        0.362              3570       0.641        0.462
CTS                        0.0132        0.385              3800        1.03        0.475
detailed placement        -0.0692        0.362              3570       0.639        0.470
[state kept, by name, summed over array words and instances, names as in the netlist]
| signal | count |
|---|---|
| br | 16 |
| cr | 16 |
| dr | 16 |
| s | 16 |
| ar | 16 |
[final cells by class]
cell class | count | area, sq um
fillers | 920 | 6060
flip-flops and latches | 80 | 1600
multi-input cells | 130 | 1480
repair buffers | 34 | 333
well taps | 133 | 166
clock buffers | 10 | 138
clock inverters | 6 | 82.6
[layout by cell type, fill, tap and decap left out, types with 2 or more instances in the layout]
cell                              instances
sky130_fd_sc_hd__xnor3_1                  2
sky130_fd_sc_hd__nor2b_1                 78
sky130_fd_sc_hd__clkinv_2                 3
sky130_fd_sc_hd__bufinv_16                2
sky130_fd_sc_hd__clkdlybuf4s50_1         32
sky130_fd_sc_hd__conb_1                   2
sky130_fd_sc_hd__clkbuf_8                10
sky130_fd_sc_hd__fa_1                    29
sky130_fd_sc_hd__dfxtp_1                 79
sky130_fd_sc_hd__fa_2                    13
[power groups by stage]
stage,Clock (mW),Combinational [mW],Sequential [mW]
final,0.385,0.105,0.520
after global routing,0.422,0.122,0.524
after CTS,0.402,0.109,0.521
[worst max-delay path by stage]
stage     slack, ns               end
4_1_cts        0.01  s[15]$_SDFF_PP0_
5_1_grt       -0.18  s[15]$_SDFF_PP0_
6_report       0.06  s[15]$_SDFF_PP0_
[layer usage]
metal,wire length (um),vias to the layer above,share of wire
met4,61,0,0.016
li1,-,728,-
met1,1940,695,0.50
met5,0,-,0
met2,1560,36,0.40
met3,313,5,0.081
[timing repair]
action                                  CTS  global route
endpoints found under the setup margin    1             1
endpoints found under the hold margin     0             0
gates resized                             4             0
Power figures rest on the tool's default switching activity, not on a simulated workload.
